**design/flow/run.sh**
```bash
#!/bin/bash
# OpenROAD 26Q1-2900-gdf79404cd8, Yosys 0.63+post, stock flow scripts
make -C /OpenROAD-flow-scripts/flow DESIGN_CONFIG=/design/flow/config.mk WORK_HOME=/design/flow/orfs finish
```
**design/flow/config.mk**
```make
export PLATFORM = sky130hd
export DESIGN_NAME = qspi_addr_decode
export DESIGN_NICKNAME = qspi_addr_decode
export VERILOG_FILES = /design/flow/design.v
export SDC_FILE = /design/flow/constraint.sdc
export NUM_CORES = 4
export LEC_CHECK = 1
export CORE_AREA = 10 10 70 70
export DIE_AREA = 0 0 80 80
```
**design/flow/constraint.sdc**
```tcl
current_design qspi_addr_decode

set clk_period 1.3
set clk_io_pct 0.2

create_clock -name clk0 -period $clk_period

set non_clock_inputs [all_inputs -no_clocks]
set_input_delay [expr $clk_period * $clk_io_pct] -clock clk0 $non_clock_inputs
set_output_delay [expr $clk_period * $clk_io_pct] -clock clk0 [all_outputs]
```
**design/flow/design.v**
```verilog
`timescale 1ns/1ps
module qspi_addr_decode #(
    parameter XIP_BASE_ADDR  = 32'h1000_0000,
    parameter XIP_SIZE_MASK  = 32'h00FF_FFFF,   
    parameter REG_BASE_ADDR  = 32'h4002_0000,
    parameter REG_SIZE_MASK  = 32'h0000_0FFF    
)(
    input  wire [31:0]  haddr,
    output wire         qspi_xip_hsel,     
    output wire         qspi_reg_hsel      
);
    assign qspi_xip_hsel = (haddr[31:24] == XIP_BASE_ADDR[31:24]);
    assign qspi_reg_hsel = (haddr[31:12] == REG_BASE_ADDR[31:12]);
endmodule
```
==> flow_summary.toml <==
# yosys + openroad results
[clock_tree]
hold_buffers = 0

[grt]
grt_pass1_wl_um = 931
grt_max_degree = 3
antenna_found_initial = 0
grt_use_total_pct = 1.78
grt_pass1_vias = 186
grt_overflow = 0

[final_timing]
fin_crit_ns = 1.37
setup_violations = 2
fmax_mhz = 728
hold_ws_ns = 0.885
relSlewSlack_pct = 85.4
finalHoldViolations = 0
grt_setup_unrepaired = "yes"
fin_ws_ns = -0.0731
fin_crit_sh_pct = 106
finalSetupTns_ns = -0.109
slew_viol_final = 0
tightest_slew_ns = 0.217

[synthesis]
yosys_area_sq_um = 53.8
syn_inst = 10
yosys_cells = 10
yosysWarnings = 0
ys_seq_share_pct = 0
synth.distinct_cells = 6
synth_area_sq_um = 53.8
synth.avg_cell_area_sq_um = 5.38

[detailed_routing]
via_per_inst = 2.41
num_vias = 193
diodes = 0
met3_length_um = 104
final_antenna_net_count = 0
wl_met1_um = 378
highest-signal-layer = "met3"
wl_met2_um = 230
first_pass_iters = 2
drt-initial-drc-count = 1
wire_per_inst_um = 8.90
drt-total-wl_um = 712
drcViolationCount = 0

[finish]
design_area_sq_um = 337
fillers = 396
drive_above_1_share_pct = 61.8
syn_to_final_growth_pct = 526
layout.cells.non_filler = 80
final_common_cell = "buf_2"
lay_top_cells = "buf_2 (10), clkdlybuf4s15_1 (4), dlygate4sd2_1 (4)"
flop_area_sq_um = 0
ff_count = 0
clkbuf_count = 0

[floorplanning]
coreArea_sq_um = 3420
die_height_um = 80
rows = 21
ios = 34
chipArea_sq_um = 6400
die_w_um = 80
initial_utilization_pct = 1.58

[critical_path]
crit_arrival_ns = 1.11
crit_chain = "buf_2 -> nor4_4 -> nand2_1 -> buf_4 -> nor3b_2 -> buf_2"
cp_slowest_cell = "nor4_4"
crit_type = "in2out"
critPathTopFamily = "simple AND/OR/NAND/NOR gates"
crit_path_end_kind = "output pin"
crit_top_cell = "buf_2"
crit_fanout = 2
cp_num_buf_inv = 3
critPathMaxStageDelay_ns = 0.25
startpoint_type = "input port"
crit_required_ns = 1.04

[flow_run]
warning_count = 46
maxCapViolCount = 0

[status]
status = "finished with violations"
violations = "negative setup slack"

[place]
dp_hpwl_um = 582
placed_area_sq_um = 332
dp.cells = 78
globalplace.congestion = 0.857
portBuffers = 22

[pwr]
irDropWorstVdd_mv = 0.0116
cellLeakagePower_nw = 0.138
cellPowerDensity_nw_per_um2 = 168

[hold_path]
hp-class = "in2out"
## area by class of cell
cell class | instances | area, sq um | share of cell area (%)
repair buffers | 24 | 173 | 51.3
multi-input cells | 10 | 106 | 31.6
well taps | 46 | 57.6 | 17.1
## repair_timing
action                                 4_1_cts  5_1_grt
endpoints found under the hold margin        0        0
setup endpoints to repair                    2        2
pin swaps                                   10        4
buffers inserted                             3        0
cloned                                       0        0
resized                                     56        8
## path summary, 6_finish.rpt
kind	slack [ns]	end	cells after the start	start
worst max-delay path	-0.07	qspi_xip_hsel	6	haddr[26]
worst min-delay path	0.89	qspi_reg_hsel	5	haddr[20]
## through the flow
stage / power (mW) / utilization (%) / setup WS, ns
5_1_grt: 0.0593 / 9.85 / -0.123
2_1_floorplan: 0.00388 / - / 0.326
3_3_place_gp: 0.0648 / 9.71 / -0.733
3_5_place_dp: 0.0656 / 9.71 / -0.709
6_report: 0.0564 / 9.85 / -0.0731
4_1_cts: 0.0462 / 8.90 / -0.0653
## layer usage
metal | vias up | global-route usage (%)
met5 | - | 0
met4 | 0 | 0
met3 | 0 | 1.02
met2 | 21 | 2.57
met1 | 82 | 2.37
li1 | 90 | -
## power breakdown
| group | internal (mW) | switching, mW | total [mW] | leakage [nW] |
|---|---|---|---|---|
| registers | 0 | 0 | 0 | 0 |
| clock network | 0 | 0 | 0 | 0 |
| logic | 0.0361 | 0.0203 | 0.0564 | 0.138 |
| total | 0.0361 | 0.0203 | 0.0564 | 0.138 |
## cells in the mapped netlist
cell | number | area, sq um
nor3b_1 | 1 | 7.51
nor4_1 | 4 | 25.0
nand3_1 | 1 | 5.00
nor2_1 | 1 | 3.75
nor3_1 | 1 | 5.00
nand2_1 | 2 | 7.51
## logic make-up after synthesis
logic type       share of synthesized area (%)
AND/OR/NAND/NOR                            100
## tightest hold or removal path, stage by stage
cell,delay (ns)
buf_2,0.08
nor4_1,0.04
nand2_1,0.10
nor3_4,0.05
buf_2,0.10
Power and IR drop assume default switching activity.
